## ./design.v

```verilog
module FIR(Dout, Din, clk, reset);
parameter b0=7;
parameter b1=17;
parameter b2=32;
parameter b3=46;
parameter b4=52;
parameter b5=46;
parameter b6=32;
parameter b7=17;
parameter b8=7;
output	[17:0]	Dout;
input 	[7:0] 	Din;
input 		clk, reset;
reg [7:0] s1_reg;
reg [7:0] s2_reg;
reg [7:0] s3_reg;
reg [7:0] s4_reg;
reg [7:0] s5_reg;
reg [7:0] s6_reg;
reg [7:0] s7_reg;
reg [7:0] s8_reg;
always@(posedge clk)
begin
    if(reset)
    begin
        s1_reg <= 8'd0;
        s2_reg <= 8'd0;
        s3_reg <= 8'd0;
        s4_reg <= 8'd0;
        s5_reg <= 8'd0;
        s6_reg <= 8'd0;
        s7_reg <= 8'd0;
        s8_reg <= 8'd0;
    end
    else
    begin
        s1_reg <= Din;
        s2_reg <= s1_reg;
        s3_reg <= s2_reg;
        s4_reg <= s3_reg;
        s5_reg <= s4_reg;
        s6_reg <= s5_reg;
        s7_reg <= s6_reg;
        s8_reg <= s7_reg;
    end
end
assign Dout = Din*b0 + s1_reg*b1 + s2_reg*b2 + s3_reg*b3 + s4_reg*b4
 + s5_reg*b5 + s6_reg*b6 + s7_reg*b7 + s8_reg*b8; 
endmodule
```

## ./run.sh

```bash
#!/bin/bash
# OpenROAD 26Q1-2900-gdf79404cd8, Yosys 0.63+post, stock flow scripts
make -C /OpenROAD-flow-scripts/flow DESIGN_CONFIG=/design/flow/config.mk WORK_HOME=/design/flow/orfs finish
```

## ./config.mk

```make
export PLATFORM = sky130hd
export DESIGN_NAME = FIR
export DESIGN_NICKNAME = FIR
export VERILOG_FILES = /design/flow/design.v
export SDC_FILE = /design/flow/constraint.sdc
export NUM_CORES = 4
export LEC_CHECK = 1
export CORE_UTILIZATION = 50
```

## ./constraint.sdc

```tcl
current_design FIR

set clk_period 12.1
set clk_io_pct 0.2

create_clock -name clk0 -period $clk_period [get_ports {clk}]

set non_clock_inputs [all_inputs -no_clocks]
set_input_delay [expr $clk_period * $clk_io_pct] -clock clk0 $non_clock_inputs
set_output_delay [expr $clk_period * $clk_io_pct] -clock clk0 [all_outputs]
```

==> results_slide.txt <==
Run Summary

Worst setup path
  – Element type at the critical path start: register
  – CP delay by family, top: adder cells
  – CP arrival: 8.96 ns
  – Crit path max fanout: 5
  – Critical Path End Type: primary output
  – Flop2flop setup slack: 11.34 ns
  – Worst Setup Path Type: register to primary output
  – Critical Path RT: 9.68 ns
  – CP bufs+invs: 9
  – Slowest Stage Delay on Critical Path: 0.53 ns
  – CP max-delay cell: fa_1

Clocking
  – Root Buffer: clkbuf_16
  – Clock-pin slew on the worst setup and hold paths: 0.05 ns
  – CTS buffer count: 9
  – CTS tree: yes
  – Post-cts sizing count: 0
  – H-Tree Depth: 3
  – Post-CTS setup buffers: 0
  – Hold_buf cts: 0
  – Sink Count: 64
  – Clock Tree Buf Depth: 2
  – Clock latency at the later pin of the worst-skew pair: 0.33 ns

Cells and area
  – Post-layout util: 0.563
  – Share of cells above drive strength 1: 0.0279
  – Reg area: 0.00128 mm2
  – Logic area: 0.00602 mm2
  – P&R area growth vs syn: 9.50%
  – Filler Cells Inserted: 1422
  – Finished Layout Cells: 1075

Synthesis
  – Synth cell types: 46
  – Number of flops mapped to enable cells by yosys: 0
  – YS chip area: 0.00823 mm2
  – Ys cells: 825
  – Top non-seq family: adder cells
  – Post-synthesis xor/xnor area fraction: 0.0362
  – Basic Gates by Area: 0.0765
  – Register share after synthesis: 0.156
  – Post-synth ARST share: 0
  – Ys flops: 64
  – Compound Share, Synth: 0.0625
  – Synth Cell Area: 0.00823 mm2
  – Commonest flop: dfxtp_1
  – Mux share: 0.00122
  – Synth Area per Inst: 9.97 um2
  – Yosys Warn Count: 1
  – Post-synthesis cell count: 825
  – Adder share: 0.555

Detailed routing
  – WL/cell: 14.3 um
  – Vias/cell: 4.84
  – 1st-pass router iterations: 4
  – Final ANT Viol Nets: 0
  – Vias post-DR: 5208
  – Antenna Cells: 0
  – Final WL: 15300 um
  – Initial detailed-routing violation count: 202
  – Post-route DRC: 0

Place
  – Routability cong.: 0.889
  – Detailed Place HPWL: 13300 um
  – DP Worst Slack: 0.866 ns
  – PortBufs: 27
  – Cells after DPL: 1060

GRT
  – Largest net degree at the start of global routing: 65
  – Gr usage total: 0.211
  – Vias in the first global route: 5097
  – Antenna violations before repair: 0
  – Total global routing overflow: 0
  – Global-route wire length before repair: 25400 um

Floorplan
  – FP Rows: 46
  – Die height: 130 um
  – Core box area: 0.0160 mm2
  – Chip Width: 130 um
  – Initial core utilization: 0.514
  – Top Ports: 28
  – Die area: 0.0170 mm2

Run status
  – Status: completed

Final timing
  – Hold WS: 0.470 ns
  – Final hold viol count: 0
  – Final WS setup: 0.722 ns
  – Max-slew violations: 0
  – Setup Skew: 0.00456 ns
  – Setup_tns: 0 ns
  – FMAX: 87.9 MHz
  – RSZ-0062 raised after global routing: false
  – Slew Limit Headroom: 0.537
  – Crit path time final: 11.38 ns
  – Finish-stage setup viols: 0
  – Fin crit share: 0.940
  – Slew at the pin closest to its max-slew limit: 0.695 ns

Pwr
  – VDD IR-drop max: 0.189 mV
  – Pwr dens: 138 mW/mm2
  – Static leakage power: 0.00491 uW

Job
  – Max_cap viols: 0
  – Log Warnings: 35

Min path
  – Worst Hold Class: register to register
-- worst min-delay path: stages (launching register included) --
cell and delay, ns:
dfxtp_1 0.29, inv_1 0.08, nor2_1 0.05
-- cells in the final DEF, fill, tap and decap left out, types with 4 or more instances in the layout --
| cell type | Yosys | layout |
|---|---|---|
| a21o_1 | 8 | 8 |
| a21oi_1 | 22 | 22 |
| and2_1 | 4 | 4 |
| and3_1 | 5 | 5 |
| clkbuf_16 | 0 | 9 |
| clkdlybuf4s50_1 | 0 | 26 |
| clkinv_2 | 0 | 4 |
| dfxtp_1 | 64 | 64 |
| fa_1 | 132 | 132 |
| ha_1 | 154 | 154 |
| inv_1 | 238 | 238 |
| nand2_1 | 9 | 9 |
| nor2_1 | 33 | 33 |
| nor2b_1 | 47 | 47 |
| nor3_1 | 6 | 6 |
| o21ai_0 | 6 | 6 |
| o21ai_1 | 5 | 5 |
| o21bai_1 | 5 | 5 |
| xnor2_1 | 20 | 20 |
| xor2_1 | 14 | 14 |
-- cells in the mapped netlist, drive strengths merged (4+ instances only) --
library cell | number | area share
inv | 238 | 0.11
ha | 154 | 0.23
fa | 132 | 0.32
dfxtp | 64 | 0.16
nor2b | 47 | 0.036
nor2 | 33 | 0.015
a21oi | 23 | 0.014
xnor2 | 20 | 0.021
xor2 | 14 | 0.015
o21ai | 11 | 0.0067
a21o | 9 | 0.0084
nand2 | 9 | 0.0041
clkbuf | 8 | 0.0036
nor3 | 6 | 0.0036
and3 | 5 | 0.0038
o21bai | 5 | 0.0046
and2 | 4 | 0.0030
-- path summary, 6_finish.rpt --
kind / start / end / cells past startpoint
hold reg to reg: s6_reg[4] / s7_reg[4] / 2
setup reg to reg: s3_reg[5] / s4_reg[5] / 2
hold / removal: s6_reg[4] / s7_reg[4] / 2
setup / recovery: s3_reg[2] / Dout[15] / 30
-- metal layers --
metal	GRT usage	vias to the layer above	part of all wire
met5	0	-	0
met4	0.0212	0	0.013
met3	0.0547	12	0.050
met2	0.336	77	0.49
met1	0.315	2527	0.45
li1	-	2592	-
-- power by group --
group          leakage [uW]  internal (uW)  total (uW)  switching, uW
logic               0.00424            427         786            359
registers          0.000520            215         221           5.69
clock network      0.000141            147         238           91.1
-- final cells by class --
class | count | area share
multi-input cells | 514 | 0.668
flip-flops and latches | 64 | 0.142
inverters | 238 | 0.0991
repair buffers | 28 | 0.0303
well taps | 216 | 0.0300
clock buffers | 11 | 0.0280
clock inverters | 4 | 0.00222
-- per-stage QoR --
step / instance area (um2) / total power [uW]
5_1_grt: 9010 / 1380
4_1_cts: 9010 / 1260
3_3_place_gp: 8740 / 1010
6_report: 9010 / 1240
2_1_floorplan: 8230 / 721
3_5_place_dp: 8740 / 1020
-- kinds of logic (layout without fill, tap and decap cells) --
| kind of cell | Yosys count | after routing |
|---|---|---|
| flip-flops | 64 | 64 |
| adder cells (fa/ha/maj) | 286 | 286 |
| XOR/XNOR | 34 | 34 |
| AND/OR/NAND/NOR | 118 | 118 |
| buffers and inverters | 247 | 281 |
| multiplexers | 1 | 1 |
| AND-OR/OR-AND | 75 | 75 |
No activity file was given, so power comes from the tool's default toggle rates.
