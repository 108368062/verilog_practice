===== /design/flow/config.mk =====
export PLATFORM = sky130hd
export DESIGN_NAME = FIR_mem
export DESIGN_NICKNAME = FIR_mem
export VERILOG_FILES = /design/flow/design.v
export SDC_FILE = /design/flow/constraint.sdc
export NUM_CORES = 4
export LEC_CHECK = 1
export CORE_UTILIZATION = 40

===== /design/flow/constraint.sdc =====
current_design FIR_mem

set clk_period 8.1
set clk_io_pct 0.2

create_clock -name clk0 -period $clk_period [get_ports {clk}]

set non_clock_inputs [all_inputs -no_clocks]
set_input_delay [expr $clk_period * $clk_io_pct] -clock clk0 $non_clock_inputs
set_output_delay [expr $clk_period * $clk_io_pct] -clock clk0 [all_outputs]

===== /design/flow/design.v =====
module FIR_mem (Dout, Din, clk, reset, mem_copy1, mem_copy2, mem_copy3, mem_copy4, mem_copy5, mem_copy6, mem_copy7, mem_copy8);
parameter b0=7;
parameter b1=17;
parameter b2=32;
parameter b3=46;
parameter b4=52;
parameter b5=46;
parameter b6=32;
parameter b7=17;
parameter b8=7;
output	[17:0]	Dout;
input 	[7:0] 	Din;
input 		clk, reset;
reg [3:0] mem [7:0];
output reg [7:0] mem_copy1;
output reg [7:0] mem_copy2;
output reg [7:0] mem_copy3;
output reg [7:0] mem_copy4;
output reg [7:0] mem_copy5;
output reg [7:0] mem_copy6;
output reg [7:0] mem_copy7;
output reg [7:0] mem_copy8;
always@(posedge clk)
begin
    if(reset)
    begin
        mem[0] <= 8'd0;
        mem[1] <= 8'd0;
        mem[2] <= 8'd0;
        mem[3] <= 8'd0;
        mem[4] <= 8'd0;
        mem[5] <= 8'd0;
        mem[6] <= 8'd0;
        mem[7] <= 8'd0;
    end
    else
    begin
        mem[0] <= Din;
        mem[1] <= mem[0];
        mem[2] <= mem[1];
        mem[3] <= mem[2];
        mem[4] <= mem[3];
        mem[5] <= mem[4];
        mem[6] <= mem[5];
        mem[7] <= mem[6];
    end
end
assign Dout = Din*b0 + mem[0]*b1 + mem[1]*b2 + mem[2]*b3 + mem[3]*b4
 + mem[4]*b5 + mem[5]*b6 + mem[6]*b7 + mem[7]*b8; 
always@(*)
begin
    mem_copy1 = mem[0];
    mem_copy2 = mem[1];
    mem_copy3 = mem[2];
    mem_copy4 = mem[3];
    mem_copy5 = mem[4];
    mem_copy6 = mem[5];
    mem_copy7 = mem[6];
    mem_copy8 = mem[7];
end
endmodule

===== /design/flow/run.sh =====
#!/bin/bash
# OpenROAD 26Q1-2900-gdf79404cd8, Yosys 0.63+post, stock flow scripts
make -C /OpenROAD-flow-scripts/flow DESIGN_CONFIG=/design/flow/config.mk WORK_HOME=/design/flow/orfs finish

==> flow_summary.yaml <==
# flow metrics
grt:
  antenna_found_initial: 0
  gr-total-overflow: 0
  grt_pass1_vias: 3340
  track_usage: 0.165
  grt_max_degree: 33
  grt_pass1_wl_um: 15700
detailed_routing:
  wl_um: 9250
  wl_per_cell_um: 12.1
  dr.pass1.iters: 20
  viasPerCell: 4.36
  drt-met1-wl_um: 4440
  routed-via-count: 3339
  antenna_left: 0
  drt_iter0_markers: 82
  remaining_drc_errors: 0
  wl_met2_um: 4370
  top_layer: "met4"
  n_antenna_cell: 0
  dr_wl_met3_um: 381
synthesis:
  ys_sh_xor: 0.0293
  edf_count: 0
  ys_sh_aoi: 0.0539
  mux_share: 0
  synth.cellmix.simpleShare: 0.0528
  ys_cells: 504
  syn_area_per_cell_um2: 9.49
  syn_inst: 504
  ys_types: 33
  yosys.area.top_type: "fa_1"
  ys_seq_frac: 0.134
  adder_share: 0.543
  ff_type: "dfxtp_1"
  yosys_register_bits: 32
  synth.top_cell.area_share: 0.305
  yosysChipArea_um2: 4780
  synthArstFlopShare: 0
  netlist_area_um2: 4780
  top_logic_kind: "adder cells"
  ys_warn_count: 2
  topCellsByArea: "fa_1 31%, ha_1 24%, dfxtp_1 13%"
critical_path:
  end_kind: "output port"
  r2r_end: "mem[3][2]"
  path_class: "reg2out"
  crit_fanout: 4
  worstPathArrival_ps: 6570
  rrSetupSlack_ps: 7340
  required_ps: 6480
  startpoint_type: "flop"
  reg2reg_from: "mem[2][2]"
  r2r_cells: 4
job:
  warnings: 30
  cap_violations: 0
final_timing:
  maxSlewViolCount: 0
  max_freq_mhz: 122
  period_used_share: 1.01
  skew_ps: 3.06
  worst_slack_ps: -90.9
  rsz0062_at_grt: "yes"
  hold_viol: 0
  period_needed_ps: 8190
  finalSetupViolCount: 4
power:
  cellPowerDensity_nw_per_um2: 203
  clock_power_share: 0.138
  swShare: 0.371
  total_power_mw: 1.25
  p_comb_frac: 0.731
  p_int_mw: 0.788
  power.leakage_nw: 3.40
  vdd_drop_max_mv: 0.143
  power_switching_mw: 0.465
  seqPwrFrac: 0.131
clocking:
  cts_tree: "built"
  cts-root-buf: "clkbuf_16"
  cts_buffers: 5
  clock_sinks: 32
  clockBufferDepth: 2
  clk_pin_slew_ps: 50
  clk_latency_ps: 270
  cts_max_level: 2
cells_and_area:
  mostFrequentLayoutCells: "148 x inv_1, 82 x ha_1, 69 x fa_1"
  largest_register: "mem"
  largest_reg_flops: 32
  largest_registers: "mem: 32 flops"
  final_common_cell: "inv_1"
  drive_above_1_share: 0.204
  finalInstanceArea_um2: 6170
  stdcell_count: 766
  area_growth_pct: 28.9
min_path:
  hold_path.class: "reg2reg"
  worst_hold_startpoint: "mem[3][2]"
  holdPathStages: 2
  worst_hold_path.endpoint: "mem[4][2]"
place:
  numPortBuffers: 55
  placed_area_um2: 5740
  gp_congestion: 0.906
  placed_cells: 748
  dp_hpwl_um: 7850
floorplanning:
  pin_count: 92
  fp_util: 0.415
  die-area_um2: 12400
  fp.coreArea_um2: 11500
  rows: 39
  die_y_um: 111
  die_w_um: 111
run_status:
  failed_checks: "negative setup slack"
  outcome: "finished with violations"
## metrics by stage
step / util / TNS [ps] / hold slack [ps] / setup slack (ps)
3_5_place_dp: 0.499 / -3270 / 486 / -517
3_3_place_gp: 0.499 / -3170 / 477 / -524
2_1_floorplan: - / 0 / 442 / 25.9
6_report: 0.536 / -290 / 489 / -90.9
4_1_cts: 0.530 / -543 / 467 / -161
5_1_grt: 0.536 / -1760 / 516 / -310
## per-layer routing
| layer | vias to the layer above | GRT usage |
|---|---|---|
| met5 | - | 0 |
| met4 | 0 | 0.00811 |
| met3 | 9 | 0.0233 |
| met2 | 76 | 0.260 |
| met1 | 1584 | 0.265 |
| li1 | 1670 | - |
## power by group through the flow
stage     Sequential [mW]  Combinational (mW)  Clock (mW)
6_report            0.165               0.916       0.173
4_1_cts             0.165               0.836       0.178
5_1_grt             0.165                1.02       0.187
## Yosys cell counts (all sizes together) (2+ instances only)
master,number
nor3,2
a21o,9
o21ai,5
o21bai,3
dfxtp,32
a211oi,2
clkbuf,4
a21oi,10
inv,161
nor2b,14
xnor2,10
fa,73
buf,36
nor2,28
xor2,6
nand2b,2
nand2,3
ha,91
## worst max-delay path by stage
stage	endpoint	slack, ps	depth (start not counted)	from
global route	Dout[9]	-310	28	mem[2][1]
finish	Dout[9]	-90	27	mem[2][1]
CTS	Dout[9]	-160	28	mem[2][2]
## timing repair
item / CTS / global route
endpoints found under the setup margin: 9 / 9
gates resized: 66 / 17
setup buffers: 10 / 1
pin swaps: 54 / 18
hold buffers: 0 / 0
## cell families (layout without fill, tap and decap cells)
logic type | after synthesis | in the layout
adders and majority gates | 164 | 164
DFF | 32 | 32
other | 1 | 36
and+or+nand+nor | 53 | 53
xor gates and xnor gates | 16 | 16
buffers and inverters | 201 | 285
AOI/OAI and AO/OA | 37 | 37
## worst max-delay path: stages, from the launching register on
cell and delay (ps):
dfxtp_2 330, inv_2 40, fa_2 560, inv_2 40, ha_4 220, buf_4 140, fa_2 390, a21o_1 170
a21oi_2 160, xor2_1 110, fa_1 480, inv_1 50, fa_1 490, inv_1 50, fa_1 500, inv_1 50
fa_1 450, fa_1 490, inv_1 50, fa_1 350, inv_1 100, ha_4 220, buf_6 130, buf_6 120
a31oi_4 110, o21ai_1 80, a311o_1 310, buf_2 110
## final cells by class
type	instances	area (um2)
Fill cell	1015	5350
Multi-Input combinational cell	306	3620
Timing Repair Buffer	117	990
Sequential cell	32	643
Inverter	161	604
Tap cell	143	179
Clock buffer	6	129
Clock inverter	1	5.00
Power figures rest on the tool's default switching activity, not on a simulated workload.
