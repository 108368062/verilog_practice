===== design.v =====
module LBP ( clk, reset, gray_addr, gray_req, gray_data, lbp_addr, lbp_write, lbp_data, finish);
input   	clk;
input   	reset;
output  [5:0] 	gray_addr;
output         	gray_req;
input   [7:0] 	gray_data;
output  [5:0] 	lbp_addr;
output  	lbp_write;
output  [7:0] 	lbp_data;
output  	finish;
reg [2:0] cur_st, next_st;
reg [7:0] mem [8:0]; 
reg [5:0] p_cnt_pre;  
reg [5:0] p_cnt;  
reg [3:0] r_cnt; 
reg finish;
reg gray_req;
reg [5:0]   gray_addr;
reg [5:0] 	lbp_addr;
reg      	lbp_write;
reg [7:0] 	lbp_data;
reg [5:0]   pixel_addr;
reg [7:0]   result;
parameter SIZE   = 6'd8;
parameter IDLE   = 3'b000; 
parameter STR    = 3'b001; 
parameter READ   = 3'b010;
parameter EDRD   = 3'b011;
parameter CALC   = 3'b100;
parameter WRITE  = 3'b101;
parameter OUT    = 3'b110;
always@(posedge clk or posedge reset) begin
    if (reset)
       cur_st <= STR;
    else
       cur_st <= next_st;   
end
always@(*) begin
    case(cur_st)
    IDLE: begin
       finish = 1'b1;
       gray_req = 1'b0;
	   gray_addr = 6'd0;
      lbp_addr = 6'd0;
      lbp_write = 1'b0;
      lbp_data = 8'h00;
      result = 8'h00;
    end 
    STR: begin
       finish = 1'b0;
       gray_req = 1'b1;
	   gray_addr = pixel_addr;
      lbp_addr = 6'd0;
      lbp_write = 1'b0;
      lbp_data = 8'h00;
      result = 8'h00;
    end
   READ: begin
       finish = 1'b0;
       gray_req = 1'b1;
	    gray_addr = pixel_addr;
      lbp_write = 1'b0;
       lbp_data = 8'h00;
    end
     CALC: begin
      finish = 1'b0;
       gray_req = 1'b0;
	    gray_addr = 6'd0;
      lbp_write = 1'b0;
      lbp_data = 8'h00;
      result = 1*(mem[0]>=mem[4])+2*(mem[1]>=mem[4])+4*(mem[2]>=mem[4])+
               8*(mem[3]>=mem[4])+16*(mem[5]>=mem[4])+
               32*(mem[6]>=mem[4])+64*(mem[7]>=mem[4])+128*(mem[8]>=mem[4]);
    end
    WRITE: begin
       lbp_addr = (p_cnt/6)*8 + (p_cnt%6) + 6'd9;
       lbp_write = 1'b1;
       lbp_data = result;
    end
    OUT:
       finish = 1'b1;
    default: begin
       finish = 1'b0;
       gray_req = 1'b0;
       lbp_write = 1'b0;
    end   
    endcase
end
always@(*) begin
    case(cur_st)
	STR:
	    next_st = READ;
    READ: begin
       if(r_cnt < 4'd8)
            next_st = READ;
        else
            next_st = EDRD;
      end
     EDRD:
	    next_st = CALC;
    CALC:
            next_st = WRITE;
    WRITE: begin
        if(p_cnt <6'd35) 
            next_st = STR;
        else
            next_st = OUT;
    end       
    OUT: 
         next_st = IDLE;           
    default:
       next_st = STR;
    endcase
end
always@(posedge clk or posedge reset) begin
    if (reset)
       r_cnt <= 4'd0;
    else if((cur_st == READ | cur_st == STR )& r_cnt < 4'd8)
       r_cnt <= r_cnt + 4'd1;
   else if(cur_st == WRITE)
      r_cnt <=4'd0;
    else 
       r_cnt <=r_cnt;
end
always@(posedge clk or posedge reset) begin
    if (reset)
       p_cnt_pre <= 6'd0;
    else if(r_cnt == 8'd8 && cur_st == CALC && p_cnt <6'd35)
       p_cnt_pre <= p_cnt_pre + 6'd1;
    else 
       p_cnt_pre <= p_cnt_pre;
end
always@(posedge clk or posedge reset) begin
    if (reset)
       p_cnt <= 6'd0;
    else if(cur_st == WRITE)
       p_cnt <= p_cnt_pre;
    else 
       p_cnt <= p_cnt;
end
always@(posedge clk or posedge reset) begin
   if (reset)
      for(integer i=0;i<9;i=i+1)
       mem[i] =8'd0;
   else if(cur_st == STR | cur_st == READ | cur_st == EDRD)
       mem[r_cnt]= gray_data;
   else
      for(integer i=0;i<9;i=i+1)
        mem[i] =mem[i];
end
always@(*) begin
    case(r_cnt)
	4'd0:pixel_addr= (p_cnt/6)*8 + (p_cnt%6);
   4'd1:pixel_addr= (p_cnt/6)*8 + (p_cnt%6) + 6'd1;
	4'd2:pixel_addr= (p_cnt/6)*8 + (p_cnt%6) + 6'd2;
	4'd3:pixel_addr= (p_cnt/6)*8 + (p_cnt%6) + 6'd8;
	4'd4:pixel_addr= (p_cnt/6)*8 + (p_cnt%6) + 6'd9;
	4'd5:pixel_addr= (p_cnt/6)*8 + (p_cnt%6) + 6'd10;
	4'd6:pixel_addr= (p_cnt/6)*8 + (p_cnt%6) + 6'd16;
	4'd7:pixel_addr= (p_cnt/6)*8 + (p_cnt%6) + 6'd17;
	4'd8:pixel_addr= (p_cnt/6)*8 + (p_cnt%6) + 6'd18;
	default: pixel_addr = 6'd0;
	endcase
end
wire [7:0]debug_mem0;
wire [7:0]debug_mem1;
wire [7:0]debug_mem2;
wire [7:0]debug_mem3;
wire [7:0]debug_mem4;
wire [7:0]debug_mem5;
wire [7:0]debug_mem6;
wire [7:0]debug_mem7;
wire [7:0]debug_mem8;
assign debug_mem0 = mem[0];
assign debug_mem1 = mem[1];
assign debug_mem2 = mem[2];
assign debug_mem3 = mem[3];
assign debug_mem4 = mem[4];
assign debug_mem5 = mem[5];
assign debug_mem6 = mem[6];
assign debug_mem7 = mem[7];
assign debug_mem8 = mem[8];
endmodule

===== run.sh =====
#!/bin/bash
# OpenROAD 26Q1-2900-gdf79404cd8, Yosys 0.63+post, stock flow scripts
make -C /OpenROAD-flow-scripts/flow DESIGN_CONFIG=/design/flow/config.mk WORK_HOME=/design/flow/orfs finish

===== config.mk =====
export PLATFORM = sky130hd
export DESIGN_NAME = LBP
export DESIGN_NICKNAME = LBP
export VERILOG_FILES = /design/flow/design.v
export SDC_FILE = /design/flow/constraint.sdc
export NUM_CORES = 4
export LEC_CHECK = 1
export CORE_UTILIZATION = 40

===== constraint.sdc =====
current_design LBP

set clk_period 3.8
set clk_io_pct 0.2

create_clock -name clk0 -period $clk_period [get_ports {clk}]

set non_clock_inputs [all_inputs -no_clocks]
set_input_delay [expr $clk_period * $clk_io_pct] -clock clk0 $non_clock_inputs
set_output_delay [expr $clk_period * $clk_io_pct] -clock clk0 [all_outputs]

==> CHANGELOG.md <==
### Changed

* CTS clock-pin slew for the worst setup and hold paths at 0.06 ns
* Yosys aoi share at 12.5%
* Top cell type by total area after synthesis: dfrtp_1
* Post-Synth Simple-Gate Area at 10.6%
* Total negative slack at 0 ns
* RSZ-0062 raised after global routing: no
* Die X at 131 µm
* Final Non-Filler Cells at 857
* Comb power frac at 5.2%
* Most common cell in the netlist: dfrtp_1
* Fillers at 1,497
* Die Span Y at 131 µm
* Hold crit path type: reg2reg
* Area of the core at 16,000 µm²
* Vias in the first global route at 4,426
* R2r startpoint: r_cnt[2]
* H-tree Lvls at 3
* Number of cells on the worst reg-to-reg path at 4
* Setup ws final at 1.57 ns
* Worst setup EP type: flip-flop
* Synth logic family: adder cells
* Grt ovf at 0
* Share of cells above drive strength 1 at 16.2%
* Registers, synthesis at 126
* Post-synth EDFFs at 0
* Buffers added on ports at 32
* Tightest Pin Transition at 0.780 ns
* Max_slew headroom at 47.6%
* CP cell instances: nor2b_1 > nor2b_1 > nand2_1 > mux2_2
* Yosys stat chip area at 6630 µm²
* Floorplan utilization at 41.4%
* Flop-to-flop setup slack at 1.57 ns
* Critical path's most frequent cell: nor2b_1
* Setup CP Type: reg2reg
* PostCTS Resize Cnt at 0
* Post-layout util at 46.4%
* Clock Path Buffers at 2
* Synth async-reset ratio at 75.4%
* Adder-Cell Fraction of Synth Area at 15.4%
* Clock Tree Root: clkbuf_16
* Slowest library cell on the worst path: dfrtp_1
* Ys flop type: dfrtp_1
* Drt drc at 0
* Distinct lib cells at 60
* Switching part of the total at 22.5%
* Startpoint Class: flip-flop
* Final slew viol count at 0
* Ranking of synthesized cells by area: dfrtp_1 36%, ha_1 15%, mux2_2 12%, dlxtn_1 7.0%, a21o_1 3.3%
* Clk latency of the worst-skew pair at 0.34 ns
* Hold Path Origin: cur_st[6]
* Worst VDD drop at 0.285 mV
* Tool warnings at 29
* Hold Crit Depth at 0
* Yosys top cell area share at 35.5%
* Initial antenna violation count at 0
* # Cells Yosys at 613
* Critical path startpoint: r_cnt[2]
* Status: finished, final reports clean
* Average wire per standard cell at 15.2 µm
* Fin crit share at 58.7%
* Req. time, crit path at 4.03 ns
* P_sw at 0.444 mW
* Fmax at 0.448 GHz
* HPWL Detailed at 9.39 mm
* GP Congestion at 0.890
* Fin crit period at 2.23 ns
* Post-cts hold buffer count at 0
* Tot Pwr at 1.97 mW
* Internal cell power at 1.53 mW
* Post-synth top cells: 94 x dfrtp_1, 79 x ha_1, 71 x mux2_2
* Placed cells at 842
* Num CTS Buffers at 9
* IO Count at 33
* Vias per std cell at 5.20
* P&R area growth vs syn at 12.0%
* Global-route usage over all layers at 16.9%
* Crit-path max cell delay at 0.65 ns
* Arr. time, crit path at 2.46 ns
* First-pass GRT wire length at 22.1 mm
* # Post-CTS Setup Buffers at 0
* Endpoints left unconstrained at 54
* XOR/XNOR Fraction of Synth Area at 2.51%
* Post-DRT Antenna Nets at 0
* Total die size at 17,100 µm²
* Register pins left without a clock at 31
* Clock Skews at 0.00540 ns
* Sequential share of power at 53.5%
* Mapped Avg Cell Area at 10.8 µm²
* # rows at 46
* Leakage at 3.62 nW
* Crit-path max FO at 16
* Clock network power share at 41.2%
* Via Count at 4,456
* Number of diodes at 0
* Power per Cell Area at 266 nW/µm²
* Max_cap viols at 0
* Largest net degree at the start of global routing at 56
* Mux contribution to synthesized area at 13.1%
* Pre-CTS setup slack at 1.59 ns
* DRT Wirelength at 13.0 mm
* First DRT Iteration DRCs at 218
* Pre-antenna DRT Iters at 4
* Final setup viols at 0
* Post-Synthesis Cells at 613
* Post-Syn Area at 6630 µm²
* Yosys synthesis warning count at 2
* Final hold violation count at 0
* CTS tree: done
## final timing paths
check                       endpoint
hold / removal             cur_st[2]
setup reg to reg           mem[7][1]
min in group asynchronous   p_cnt[5]
hold reg to reg            cur_st[2]
max in group asynchronous  mem[3][5]
setup / recovery           mem[7][1]
## kinds of logic (layout without fill, tap and decap cells)
group | count (synthesis) | count (layout)
buffers and inverters | 50 | 78
flip-flops | 95 | 95
XOR/XNOR | 16 | 16
AND/OR/NAND/NOR | 139 | 139
multiplexers | 77 | 77
AND-OR/OR-AND | 124 | 124
latches | 31 | 31
adder cells (fa/ha/maj) | 81 | 81
## routing by layer
layer	track usage (%)	wire length (µm)	vias up
li1	-	-	2218
met1	25.2	6210	2129
met2	27.6	6110	89
met3	2.32	510	20
met4	2.43	214	0
met5	0	0	-
## power groups by stage
stage         sequential (mW)  combinational (mW)  clock (mW)
global route             1.06               0.119       0.872
CTS                      1.06               0.107       0.838
finish                   1.06               0.104       0.814
## worst max-delay path: cells and delay by family (launching register included)
kind | cells | cell delay (ns)
AND/OR/NAND/NOR | 3 | 1.07
flip-flops | 1 | 0.65
multiplexers | 1 | 0.38
## through the flow
stage	area (µm²)	hold WS (ns)
4_1_cts	7420	0.408
2_1_floorplan	6630	0.354
3_3_place_gp	7160	0.394
5_1_grt	7420	0.416
6_report	7420	0.404
3_5_place_dp	7160	0.398
## area by class of cell
type                            count  area, µm²  share of cell area (%)
Multi-Input combinational cell    437       3580                    48.2
Sequential cell                   126       2840                    38.3
Timing Repair Buffer               36        363                    4.89
Tap cell                          216        270                    3.64
Clock buffer                       10        229                    3.09
Inverter                           27        103                    1.38
Clock inverter                      5       36.3                   0.489
## state kept, by name, indices dropped and copies added (netlist names)
name,cells
r_cnt,4
gray_addr,6
result,8
mem,72
gray_req,1
lbp_data,8
cur_st,7
p_cnt_pre,6
lbp_write,1
lbp_addr,6
finish,1
p_cnt,6
## placed cells by master (no fill, tap or decap), drive strengths merged, types with 2 or more instances in the layout
master,n
nor2b,14
xor2,4
dlxtn,31
dfrtp,94
a22oi,3
nor3,7
or3,2
mux2,72
nand2b,10
mux2i,5
a31oi,2
o31ai,2
nand4,3
o22ai,2
or2,3
inv,26
buf,4
nand2,40
o21ai,37
clkdlybuf4s50,32
and3,2
a21oi,32
a21o,29
a22o,2
ha,79
nand3b,2
xnor2,12
clkinv,3
a41o,2
nor2,28
and2,17
clkbuf,10
nand3,6
clkinvlp,3
a221oi,2
No activity file was given, so power comes from the tool's default toggle rates.
